`design/flow/run.sh`:
```
#!/bin/bash
# OpenROAD 26Q1-2900-gdf79404cd8, Yosys 0.63+post, stock flow scripts
make -C /OpenROAD-flow-scripts/flow DESIGN_CONFIG=/design/flow/config.mk WORK_HOME=/design/flow/orfs finish
```
`design/flow/config.mk`:
```
export PLATFORM = sky130hd
export DESIGN_NAME = ALU_design
export DESIGN_NICKNAME = ALU_design
export VERILOG_FILES = /design/flow/design.v
export SDC_FILE = /design/flow/constraint.sdc
export NUM_CORES = 4
export LEC_CHECK = 1
export CORE_UTILIZATION = 40
```
`design/flow/constraint.sdc`:
```
current_design ALU_design

set clk_period 20.9
set clk_io_pct 0.2

create_clock -name clk0 -period $clk_period

set non_clock_inputs [all_inputs -no_clocks]
set_input_delay [expr $clk_period * $clk_io_pct] -clock clk0 $non_clock_inputs
set_output_delay [expr $clk_period * $clk_io_pct] -clock clk0 [all_outputs]
```
`design/flow/design.v`:
```
module ALU_design (
     input [31:0] a,
     input [31:0] b,
     input [2:0] alu_control,
     output [31:0] result
);
wire [31:0] a_and_b;
wire [31:0] a_or_b;
wire [31:0] not_b;
wire cout;
wire carry;
wire  Z,N,V,C;
wire [31:0] mux_1;
wire [31:0] mux_2;
wire [31:0] sum;
wire [31:0] xor_1;
wire [31:0] xor_not;
wire [31:0] slt;
assign a_and_b = a & b;
assign a_or_b = a | b;
assign not_b= ~b;
assign {cout,sum} = a + mux_1 + alu_control[0];
assign slt={31'b0000000000000000000000000000000, sum[31]};
assign mux_1 = (alu_control[0]==1'b0)? b: not_b;
assign mux_2 = (alu_control[2:0]==3'b000)? sum:
               (alu_control[2:0]==3'b001) ? sum:
               (alu_control[2:0]==3'b010) ? a_and_b:
               (alu_control[2:0]==3'b011)? a_or_b:
               (alu_control[2:0]==3'b101)? slt: 32'h0; 
assign carry=(~ alu_control[1]) & cout;
assign xor_1= sum[31] ^ a[31];
assign xor_not= ~(a[31] ^ b[31] ^ alu_control[0]);
assign Z= &(~result);
assign N= result[31];
assign C= cout & alu_control[1];
assign V = xor_not & xor_1 & ~(alu_control[1]); 
assign result = mux_2;
endmodule
```
==> flow_summary.json <==
{
  "routedWlPerCell_um": 14.3,
  "worst-setup-path-type": "primary input to primary output",
  "end_kind": "primary output",
  "final_antenna_net_count": 0,
  "top_area_share_pct": 12.9,
  "synth_area_sq_um": 2910,
  "yosysWarningCount": 0,
  "ys_types": 56,
  "die.size.y_um": 87.4,
  "slew_viol_final": 0,
  "slew_headroom_pct": 45.0,
  "overflow": 0,
  "max_freq_ghz": 0.0822,
  "regArea_sq_um": 0,
  "period_used_pct": 58.2,
  "min_path_type": "primary input to primary output",
  "cts_hold_buf": 0,
  "route.met2.wl_mm": 4.10,
  "drc": 0,
  "yosysTopAreaCell": "ha_1",
  "crit_end": "result[0]",
  "first_iter_violations": 138,
  "cp-startpoint": "alu_control[0]",
  "cts_setup_buffers": 0,
  "wirelength_mm": 8.73,
  "setup-tns-final_ps": 0,
  "flop-count": 0,
  "die-area_sq_um": 7630,
  "post-route-util_pct": 57.0,
  "fin_hold_ws_ps": 9350,
  "ys_cells": 440,
  "setup_viol": 0,
  "crit_fanout": 33,
  "fillCellCount": 689,
  "dp.cells": 611,
  "hold_viol": 0,
  "io_pins": 99,
  "synth.avg_cell_area_sq_um": 6.62,
  "netlist_instances": 440,
  "crit_arrival_ps": 7990,
  "m1WireLength_mm": 4.30,
  "area_growth_pct": 35.1,
  "dp_slack_ps": 8750,
  "place_hpwl_mm": 6.95,
  "viasPerCell": 5.67,
  "placement_rows": 30,
  "portBuffers": 99,
  "fin_ws_ps": 8730,
  "ys_area_sq_um": 2910,
  "top_cells_by_area": "ha_1 (13%), xor2_1 (13%), o21ai_0 (7.0%)",
  "met3WireLength_um": 258,
  "drive_gt1_share_pct": 2.52,
  "initial_utilization_pct": 42.2,
  "gr-usage-all-layers_pct": 23.1,
  "gp_congestion": 0.880,
  "crit_required_ps": 16720,
  "fin_crit_ps": 12170,
  "rsz0062_at_grt": "no",
  "antenna_found_initial": 0,
  "startpoint_type": "primary input",
  "grt_pass1_wl_mm": 14.2,
  "cap_violations": 0,
  "firstDrtPassIters": 4,
  "dieWidth_um": 87.4,
  "p_leak_nw": 1.50,
  "post_cts_resized": 0,
  "yosysSeqAreaShare_pct": 0,
  "worst_pin_slew_ps": 817,
  "p_per_area_nw_per_um2": 36.0,
  "via_count": 3465,
  "top_layer": "met4",
  "core-area_sq_um": 6910,
  "ir_worst_vdd_uv": 15.8,
  "grt_pass1_vias": 3070,
  "mi_logic_area_sq_um": 2770,
  "antenna_cells": 0,
  "stdcell_count": 611,
  "outcome": "finished clean",
  "clkbuf_count": 0,
  "warnings": 33,
  "grt_start_max_net_pins": 34
}
-- kinds of logic (layout without fill, tap and decap cells) --
logic type / count (synthesis) / in the layout / share of synthesized area [%]
AOI/OAI and AO/OA: 154 / 154 / 34.3
adders and majority gates: 48 / 48 / 19.4
xor gates and xnor gates: 56 / 56 / 16.8
and+or+nand+nor: 141 / 141 / 22.8
muxes: 4 / 4 / 1.59
buffers and inverters: 37 / 112 / 5.07
-- worst min path at each step --
stage,slack (ps),cells past startpoint,end,from
finish,9350,4,result[1],alu_control[0]
global route,9400,4,result[10],b[10]
CTS,9360,4,result[10],b[10]
-- area by class of cell --
cell class / count / share of cell area [%]
repair buffers: 103 / 25.8
inverters: 9 / 0.858
multi-input cells: 403 / 70.3
well taps: 96 / 3.05
-- through the flow --
stage / area [sq um] / total power [W]
CTS: 3940 / 0.000142
detailed placement: 3940 / 0.000141
floorplan: 2910 / 0.0000902
global route: 3940 / 0.000157
finish: 3940 / 0.000142
global placement: 3940 / 0.000141
-- routing by layer --
layer | track usage [%] | vias to the layer above
met5 | 0 | -
met4 | 2.24 | 0
met3 | 0.481 | 5
met2 | 40.5 | 77
met1 | 32.8 | 1584
li1 | - | 1799
-- power breakdown --
part / total (W) / switching (W) / internal, W / leakage [nW]
logic: 0.000142 / 0.0000722 / 0.0000695 / 1.50
clock network: 0 / 0 / 0 / 0
registers: 0 / 0 / 0 / 0
-- cell usage after synthesis, types with 9 or more instances --
| library cell | n |
|---|---|
| a21o_1 | 9 |
| a21oi_1 | 37 |
| a311oi_1 | 10 |
| a31oi_1 | 9 |
| clkbuf_1 | 26 |
| ha_1 | 30 |
| inv_1 | 9 |
| maj3_1 | 17 |
| nand2_1 | 50 |
| nand3_1 | 13 |
| nor2_1 | 34 |
| nor3_1 | 10 |
| o21ai_0 | 41 |
| xnor2_1 | 14 |
| xor2_1 | 42 |
-- worst max-delay path: stages --
cell and delay (ps):
buf_2 540, buf_4 500, xor2_1 130, ha_1 430, nand4_1 210, nor2_1 190, nand2_1 60, o21ai_0 650
a31oi_1 210, xnor2_1 180, o32ai_1 140, clkdlybuf4s50_1 510
-- cells in the final DEF (no fill, tap or decap), types with 3 or more instances in the layout --
master / Yosys / layout
clkdlybuf4s50_1: 0 / 98
nand2_1: 50 / 50
xor2_1: 42 / 42
o21ai_0: 41 / 41
a21oi_1: 37 / 37
nor2_1: 34 / 34
ha_1: 30 / 30
maj3_1: 17 / 17
xnor2_1: 14 / 14
nand3_1: 13 / 13
nor3_1: 10 / 10
a311oi_1: 10 / 10
inv_1: 9 / 9
a21o_1: 9 / 9
a31oi_1: 9 / 9
nand4_1: 8 / 8
o211ai_1: 5 / 5
a21boi_0: 5 / 5
a211oi_1: 5 / 5
o22ai_1: 5 / 5
and2_1: 4 / 4
and4_1: 4 / 4
buf_4: 0 / 4
and3_1: 3 / 3
nor3b_1: 3 / 3
o31ai_1: 3 / 3
o221ai_1: 3 / 3
No activity file was given, so power comes from the tool's default toggle rates.
